**./config.mk**
```make
export PLATFORM = sky130hd
export DESIGN_NAME = register_file
export DESIGN_NICKNAME = register_file
export VERILOG_FILES = /design/flow/design.v
export SDC_FILE = /design/flow/constraint.sdc
export NUM_CORES = 4
export LEC_CHECK = 1
export CORE_UTILIZATION = 30
```
**./constraint.sdc**
```tcl
current_design register_file

set clk_period 24.9
set clk_io_pct 0.2

create_clock -name clk0 -period $clk_period [get_ports {clk}]

set non_clock_inputs [all_inputs -no_clocks]
set_input_delay [expr $clk_period * $clk_io_pct] -clock clk0 $non_clock_inputs
set_output_delay [expr $clk_period * $clk_io_pct] -clock clk0 [all_outputs]
```
**./design.v**
```verilog
`timescale 1ns / 1ps
module register_file
       #(parameter WIDTH = 32, ADDR = 5, DEPTH = 32)
       (input clk,
        input [ADDR - 1:0] ra0,
        output [WIDTH - 1:0] rd0,
        input [ADDR - 1:0] ra1,
        output [WIDTH - 1:0] rd1,
        input [ADDR - 1:0] ra2,
        output [WIDTH - 1:0] rd2,
        input [ADDR - 1:0] wa,
        input we,
        input [WIDTH - 1:0] wd
       );
reg [WIDTH - 1:0] regfile[0:DEPTH - 1];
assign rd0 = we && wa == ra0 ? wd : regfile[ra0];
assign rd1 = we && wa == ra1 ? wd : regfile[ra1];
assign rd2 = we && wa == ra2 ? wd : regfile[ra2];
initial
begin
    regfile[0] = {WIDTH{1'b0}};
end
always @(posedge clk)
begin
    if (we && wa)
    begin
        regfile[wa] <= wd;
    end
end
endmodule
```
**./run.sh**
```bash
#!/bin/bash
# OpenROAD 26Q1-2900-gdf79404cd8, Yosys 0.63+post, stock flow scripts
make -C /OpenROAD-flow-scripts/flow DESIGN_CONFIG=/design/flow/config.mk WORK_HOME=/design/flow/orfs finish
```
==> out/results.tsv <==
metric	value	unit
ys cells	2860	
xor+xnor area frac	0.235	%
crit end category	output pin	
yosys adder share	0	%
Die Width	434	um
vias in the first global route	37300	
max FFs per register	1024	
period utilization	58.8	%
Yosys warning count	1	
area post-placement	60300	um^2
status	finished clean	
Hold Path Class	in -> reg	
IO buf count	149	
P&R area growth vs syn	14.3	%
register area share after synthesis	55.0	%
CP Max Fanout	44	
Leakage	19.9	nW
Clock Sinks	1024	
Top-area cell share	55.0	%
Synth area leader	edfxtp_1	
Startpoint Class	input port	
Worst Tran Pin Value	0.956	ns
antenna violations before repair	12	
routed wire length	203000	um
synth unique cells	29	
maxcap violations	0	
DRT Pass-1 Iters	5	
CP max stage delay	0.64	ns
Regs by FF count	regfile x1024	
Die H	434	um
Critical Path AT	9.66	ns
via count	34000	
tool warning count	26	
post-DR vias/cell	6.11	
Top Layout Cells	1024 x edfxtp_1, 769 x mux4_2, 192 x mux2i_1	
fin area	64000	um^2
Power Dens Cells	65.2	nW/um^2
die area	188000	um^2
most used logic cell in the final layout	edfxtp_1	
final setup margin	10.26	ns
largest family of logic cells by area	multiplexers	
Hold WS	5.07	ns
CTS buffer count	102	
DR iter-0 viols	2240	
mapped cell area	55900	um^2
peak supply drop	0.0500	mV
Fill cells	17000	
syn avg cell area	19.6	um^2
Yosys Chip Area	55900	um^2
count of final max-slew check failures	0	
register area	30700	um^2
final setup fails	0	
first-pass GRT wire length	282000	um
Core Util at FP	30.2	%
critical path cell sequence	buf_8, buf_4, buf_4, buf_4, buf_4, mux4_2, o22ai_1, a211oi_1, a22o_1, clkdlybuf4s50_1	
I/O pin cnt	150	
Worst slew margin	35.9	%
CTS tree	built	
number of synthesized register bits	1024	
RSZ-0062 raised after global routing	no	
WL per Instance	36.4	um
Crit path top cell by count	buf_4	
clk root buf	clkbuf_16	
Synth mux share	34.4	%
DRC viols	0	
H-tree Lvls	3	
RePlAce Congestion	0.920	
required time of the critical path	19.92	ns
Clk pin slew, worst setup/hold paths	0.07	ns
share of cells above drive strength 1	37.6	%
compound-gate portion of the synthesized area	6.17	%
overall power	4.17	mW
grt ovf	0	
Worst Setup Path Type	in -> out	
most flop-heavy register	regfile	
post-route minimum period	14.64	ns
Fin Setup TNS	0	ns
GRT Overall Usage	23.2	%
core area	185000	um^2
DP Worst Slack	10.10	ns
Top cells by area	edfxtp_1 55%, mux4_2 31%, mux2i_1 3.4%	
dpl hpwl	119000	um
cells after synthesis	2860	
Max clock buf depth	3	
cts hold-fix bufs	0	
and+or+nand+nor area frac	0.854	%
maximum clock frequency	0.0683	GHz
largest net degree at the start of global routing	67	
Core Rows	158	
Slowest cell on crit path	buf_4	
Resized cells post-CTS	0	
final hold violations	0	
ANT nets after route	0	
# Post-CTS Setup Buffers	0	
Gate Area	23700	um^2
==> final cells by class <==
cell class                      instances  area share (%)
Sequential cell                      1024            48.1
Timing Repair Buffer                  307            4.32
Tap cell                             2480            4.85
Clock buffer                          113            4.12
Antenna cell                            8          0.0313
Clock inverter                         77            1.56
Multi-Input combinational cell       1563            37.0
==> per-layer routing <==
metal	track usage, %	up-vias	wire, um
met5	1.35	-	69
met4	14.3	8	16400
met3	16.7	660	33500
met2	34.7	2754	95400
met1	22.6	17400	57400
li1	-	13200	-
==> kinds of logic (layout without fill, tap and decap cells) <==
| logic type | Yosys count | after routing |
|---|---|---|
| DFF | 1024 | 1024 |
| muxes | 961 | 961 |
| AOI/OAI and AO/OA | 475 | 475 |
| buffers and inverters | 304 | 497 |
| and+or+nand+nor | 80 | 80 |
| xor gates and xnor gates | 15 | 15 |
| other | 1 | 40 |
==> stage by stage <==
stage | util [%] | instances
global route | 34.5 | 5571
floorplan | - | 2891
CTS | 34.5 | 5564
finish | 34.5 | 5572
global placement | 32.6 | 5374
detailed placement | 32.6 | 5374
==> worst paths after layout <==
| path | slack, ns | from | end | depth (start not counted) |
|---|---|---|---|---|
| worst min-delay path | 5.07 | wd[27] | regfile[14][27] | 2 |
| worst max-delay path | 10.26 | ra2[0] | rd2[31] | 10 |
==> cell usage after synthesis <==
master    count
clkbuf_1    109
a211oi_1     94
xnor2_1       3
and2_1        8
conb_1        1
buf_6        69
nor2b_1       4
and3_1        1
nor2_1       35
nand3_1       5
nand2_1       2
nor4_4        3
edfxtp_1   1024
mux4_2      769
or3b_2        6
a22o_1       96
buf_1         9
xor2_1       12
buf_4        33
and2_0        1
mux2i_1     192
buf_2        84
o31ai_1       2
or3b_1        2
or3_1         4
o22ai_1     188
nand3b_1      9
a22oi_1      94
a221oi_1      1
==> worst max-delay path, delay by kind of cell <==
family          cells  cell delay [ns]
mux                 1             0.33
compound gates      3             0.94
buf+inv             6             3.30
==> where the power goes <==
part	switching (mW)	total [mW]	internal (mW)	leakage (nW)
clock network	0.706	1.69	0.987	1.75
logic	0.303	0.541	0.237	8.87
registers	0.0143	1.94	1.92	9.25
No activity file was given, so power comes from the tool's default toggle rates.
