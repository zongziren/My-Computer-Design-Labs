**flow/design.v**
```verilog
`timescale 1ns / 1ps
`timescale 1ns / 1ps
module DQ(
    input wire [3:0] d,  
    output reg [6:0] seg
    );
    always @* begin
        case (d)
            0: seg = 7'b0111111;
            1: seg = 7'b0000110;
            2: seg = 7'b1011011;
            3: seg = 7'b1001111;
            4: seg = 7'b1100110;
            5: seg = 7'b1101101;
            6: seg = 7'b1111101;
            7: seg = 7'b0000111;
            8: seg = 7'b1111111;
            9: seg = 7'b1101111;
            default: seg = 7'b00000000;
        endcase
        seg = ~seg;
    end
endmodule
`timescale 1ns / 1ps
module Freq_divider  
    #(parameter DIVIDE = 100000)(
    input wire clk, 
    input wire rst, 
    output reg clkd
    );
    reg [31:0] count;
    always @(posedge clk, posedge rst) begin
        if (rst) begin
            count <= 0;
            clkd <= 0;
        end
        else if (clk) begin
            if (count == DIVIDE - 1) count <= 0;
            else count <= count + 1;
            if (count >= DIVIDE / 2) clkd <= 1;
            else clkd <= 0;
        end
    end
endmodule
`timescale 1ns / 1ps
module FIFO(
    input clk, rst,   
    input enq, 		 
    input [3:0] in,	 
    input deq,		 
    output [3:0] out, 	 
    output [7:0] an,	 
    output [7:0] seg,	 
    output wire emp,     
    output wire full     
    );
    wire [2:0] ra0;
    wire [3:0] rd0;
    wire [2:0] ra1;
    wire [3:0] rd1;
    wire [2:0] wa;
    wire [3:0] wd;
    wire we;
    wire [7:0] valid;
    wire [2:0] head;
    LCU my_LCU(clk, rst, enq , deq , in, rd0, ra0, we, wa, wd, out, emp, full, head, valid);
    RF #(4,3) my_RF(clk, we, wa, ra0, ra1, wd, rd0, rd1);
    SDU my_SDU(clk, rst, head, valid, rd1, ra1, an, seg);
endmodule
`timescale 1ns / 1ps
module LCU(
    input wire clk, rst, 
    input wire eno, eni, 
    input wire [3:0] in, 
    input wire [3:0] rd, 
    output wire [2:0] ra, 
    output wire we, 
    output wire [2:0] wa, 
    output wire [3:0] wd, 
    output reg [3:0] out, 
    output reg emp, 
    output reg full, 
    output reg [2:0] head, 
    output reg [7:0] valid
    );
    reg prevEno;
    wire enoPosedge;
    always @ (posedge clk, posedge rst) begin
        if (rst) prevEno <= 0;
        else if (clk) prevEno <= eno;
    end
    assign enoPosedge = (~prevEno & eno) ? 1 : 0;
    reg prevEni;
    wire eniPosedge;
    always @ (posedge clk, posedge rst) begin
        if (rst) prevEni <= 0;
        else if (clk) prevEni <= eni;
    end
    assign eniPosedge = (~prevEni & eni) ? 1 : 0;
    reg [2:0] tail;
    always @ (posedge clk, posedge rst) begin
        if (rst) tail <= 7;
        else if (clk) begin
            if (eniPosedge && !full && in <= 9) tail <= tail - 1;
        end
    end
    always @ (posedge clk, posedge rst) begin
        if (rst) head <= 7;
        else if (clk) begin
            if (enoPosedge && !emp) head <= head - 1;
        end
    end
    always @ (posedge clk, posedge rst) begin
        if (rst) begin
            emp <= 1;
            full <= 0;
        end
        else if (clk) begin
            if (enoPosedge && (head - 1 == tail || tail == 7 && head == 0)) emp <= 1;
            else if (eniPosedge && in <= 9) emp <= 0;
            if (eniPosedge && (tail - 1 == head || head == 7 && tail == 0) && in <= 9) full <= 1;
            else if (enoPosedge) full <= 0;
        end
    end
    assign ra = head;
    always @ (posedge clk, posedge rst) begin
        if (rst) out <= 0;
        else if (clk) begin
            if (enoPosedge && !emp) out <= rd;
        end
    end
    assign wa = tail;
    assign wd = in;
    assign we = (!full && in <= 9) ? eniPosedge : 0;
    always @ * begin : cl_valid
        integer i;
        for (i = 7; i >= 0; i = i - 1) begin
            if (full) valid[i] = 1;
            else if (head >= tail) begin
                if (i <= head && i > tail) valid[i] = 1;
                else valid[i] = 0;
            end
            else begin
                if (i <= head || i > tail) valid[i] = 1;
                else valid[i] = 0;
            end
        end
    end
endmodule
`timescale 1ns / 1ps
module RF
#(parameter WIDTH = 4,parameter WORD_LINE = 3)
(
input wire clk,
input wire we,
input wire [WORD_LINE-1:0] wa, ra0, ra1,
input wire [WIDTH-1:0] wd,
output wire [WIDTH-1:0] rd0, rd1
    );
reg  [WIDTH-1:0] regfile [0:(1 << WORD_LINE) - 1];
assign  rd0 = regfile [ra0],
    	rd1 = regfile [ra1];
always @(posedge clk)
begin   
        if (we)
            regfile [wa]  <=  wd;
end    
endmodule
`timescale 1ns / 1ps
module SDU(
    input wire clk,  rst, 
    input wire [2:0] head, 
    input wire [7:0] valid, 
    input wire [3:0] rd, 
    output wire [2:0] ra, 
    output reg [7:0] an, 
    output wire [7:0] seg
    );
    wire clkd;
    Freq_divider #(10000) my_freq_divider(.clk(clk), .rst(rst), .clkd(clkd)); 
    reg [2:0] curDisp;
    always @ (posedge clkd, posedge rst) begin
        if (rst) curDisp <= 0;
        else if (clkd) curDisp <= curDisp + 1;
    end
    assign ra = curDisp;
    reg [3:0] dispData;
    always @ * begin
        if (valid[curDisp]) dispData = rd;
        else dispData = 4'hF;
    end
    DQ my_decoder(.d(dispData), .seg(seg[6:0]));
    assign seg[7] = (curDisp == head) ? 0 : 1;
    always @ * begin
        an = 8'b11111111;
        an[curDisp] = 0;
    end
endmodule
```
**flow/run.sh**
```bash
#!/bin/bash
# OpenROAD 26Q1-2900-gdf79404cd8, Yosys 0.63+post, stock flow scripts
make -C /OpenROAD-flow-scripts/flow DESIGN_CONFIG=/design/flow/config.mk WORK_HOME=/design/flow/orfs finish
```
**flow/config.mk**
```make
export PLATFORM = sky130hd
export DESIGN_NAME = FIFO
export DESIGN_NICKNAME = FIFO
export VERILOG_FILES = /design/flow/design.v
export SDC_FILE = /design/flow/constraint.sdc
export NUM_CORES = 4
export LEC_CHECK = 1
export CORE_UTILIZATION = 30
```
**flow/constraint.sdc**
```tcl
current_design FIFO

set clk_period 5.2
set clk_io_pct 0.2

create_clock -name clk0 -period $clk_period [get_ports {clk}]

set non_clock_inputs [all_inputs -no_clocks]
set_input_delay [expr $clk_period * $clk_io_pct] -clock clk0 $non_clock_inputs
set_output_delay [expr $clk_period * $clk_io_pct] -clock clk0 [all_outputs]
```
==> CHANGELOG.md <==
## Implementation

- Row Count: 44
- Pwr Density: 452 nW/um^2
- EDFF count, synth: 32
- Cell count after synthesis: 403
- Initial antenna violation count: 0
- Top-count cell post-synth: dfrtp_1
- GRT Total Usage: 12.1%
- Number of global-route vias before repair: 3000
- Final ANT Viol Nets: 0
- Hold Crit Class: reg -> reg
- Post-synth top cells: 43 x dfrtp_1, 42 x nand2_1, 36 x nor2_1, 32 x edfxtp_1, 28 x xnor2_1
- Leading area contributor after synthesis: dfrtp_1
- Synth Area in Simple Gates: 16.2%
- Fa+ha+maj area frac: 8.11%
- GRT Residual Overflow: 0
- Synth cell types: 57
- Worst Setup End Kind: output pin
- Hold Path Cell Cnt: 1
- Initial drt markers: 146
- Via density per instance: 4.83
- Critical Path AT: 3.84 ns
- Maximum VDD drop: 170 uV
- Post-layout util: 37.1%
- Syn Std Cell Area: 4610 um^2
- Critical path class: reg -> out
- Top cells, area: dfrtp_1 23%, edfxtp_1 21%, mux4_2 7.8%
- Drt total wl: 9050 um
- CTS H-Tree Depth: 3
- Xor/xnor share: 7.98%
- Pleak: 0.00222 uW
- First-pass GRT wire length: 14900 um
- DRT Pass-1 Iters: 4
- Fin crit period: 4.88 ns
- Layout area overhead: 18.5%
- Io pins: 30
- Aoi share: 6.62%
- Clock transition at the registers of the reported paths: 0.06 ns
- Total CTS buffers: 9
- Setup violators final: 0
- Placeable core area: 14800 um^2
- Worst Hold Slack: 0.491 ns
- CTS tree: yes
- Count of unclocked register or latch pins: 3
- RSZ-0062 raised after global routing: no
- Cell depth of the worst flop-to-flop path: 4
- Asr flop ratio synth: 61.0%
- Main flop type: dfrtp_1
- Number of buffers added on ports: 29
- Crit Path Max Fanout: 8
- Final setup TNS: 0 ns
- YS warnings: 5
- Critical Path RT: 4.16 ns
- Worst hold path endpoint: my_SDU.my_freq_divider.count[31]$_DFF_PP0_
- Area leader share: 23.3%
- Clk latency late pin: 0.33 ns
- Hold_sp: my_SDU.my_freq_divider.count[31]$_DFF_PP0_
- Log Warnings: 42
- Pre-CTS setup slack: 0.447 ns
- Largest net degree at the start of global routing: 51
- Slew HR: 45.3%
- Final antenna diode count: 0
- Layout cells sized above 1: 15.2%
- Setup WS post-layout: 0.317 ns
- Seq/Total Area, Yosys: 48.2%
- Mux area share: 10.1%
- Fp_density: 31.3%
- Startpoint types: flip-flop
- Clk root buf: clkbuf_16
- Reg2Reg Setup Slack: 3.08 ns
- Post-DP HPWL: 6320 um
- Status: finished clean
- Clock skew: 0.00823 ns
- Critical path origin: my_LCU.tail[2]$_DFFE_PP1P_
- Measured slew at the worst slew-check pin: 0.817 ns
- Max Cap Violations: 0
- Syn avg cell area: 11.4 um^2
- Endpoints left unconstrained: 11
- Power, Total: 2470 uW
- Fin crit share: 93.9%
- Max Freq: 0.205 GHz
- Registers, synthesis: 82
- Die width: 126 um
- Worst r2r dst: my_RF.regfile[0][0]$_DFFE_PP_
- Hold Fails Final Rpt: 0
- Wire per inst: 14.3 um
- YS chip area: 4610 um^2
- Max clock buf depth: 2
- Vias: 3052
- Global placement routability congestion: 0.844
- Cells in synth_stat.txt: 403
- # DRC: 0
- Reg-to-reg startpoint: my_LCU.prevEni$_DFF_PP0_
- Slew Limit Fails: 0
- Largest family of logic cells by area: simple AND/OR/NAND/NOR gates
- Chip area: 15900 um^2
- Die Height: 126 um
==> worst max-delay path: stages (launching register included) <==
cell             delay (ns)
dfstp_2                0.59
inv_1                  0.12
ha_1                   0.32
a21oi_2                0.21
o21ai_2                0.12
maj3_1                 0.34
a22o_1                 0.25
nor4_2                 0.30
buf_4                  0.19
and2_4                 0.16
ha_1                   0.14
inv_1                  0.04
o21ai_0                0.13
o21ai_0                0.09
nand2_1                0.07
clkdlybuf4s50_1        0.44
==> layout make-up <==
cell class                 instances  area (um^2)
clock buffer                       9          225
clock inverter                     7         70.1
fill                            1387         9290
inverter                          13         48.8
multi-input combinational        293         2270
sequential                        82         2220
tap                              184          230
timing repair buffer              44          403
==> stage by stage <==
step / instance area, um^2 / instances
2_1_floorplan: 4610 / 403
3_3_place_gp: 5090 / 607
3_5_place_dp: 5090 / 607
4_1_cts: 5390 / 623
5_1_grt: 5470 / 632
6_report: 5470 / 632
==> cells by family (layout without fill, tap and decap cells) <==
| family | after synthesis | count (layout) |
|---|---|---|
| and+or+nand+nor | 148 | 148 |
| DFF | 82 | 82 |
| AOI/OAI and AO/OA | 47 | 47 |
| xor gates and xnor gates | 42 | 42 |
| adders and majority gates | 31 | 31 |
| buffers and inverters | 28 | 73 |
| muxes | 25 | 25 |
==> cells in the final DEF (no fill, tap or decap), drive strengths merged, types with 2 or more instances in the layout <==
cell	count
mux2i	8
nor2	36
o41ai	2
nand2	42
o21ai	14
nor2b	4
o21a	2
nor4b	2
a21oi	16
dfrtp	43
xor2	14
dfstp	7
o22ai	2
and2	4
nand4	4
inv	15
o31ai	2
edfxtp	32
nor3	8
clkdlybuf4s50	29
or3	3
or4	3
clkbuf	9
clkinv	3
nor4	8
xnor2	28
and3	9
ha	25
nand2b	5
buf	15
mux4	16
maj3	6
nand3	17
==> timing repair <==
item,in CTS,in global routing
setup buffers,0,9
hold buffers,0,0
gates resized,0,2
setup endpoints to repair,0,6
==> how the worst max path moves through the flow <==
stage	endpoint	slack (ns)	cells after the start
4_1_cts	seg[2]	0.10	15
6_report	seg[2]	0.32	15
5_1_grt	seg[3]	0.02	13
==> layer usage <==
metal / track usage [%] / wire [um] / up-vias / part of all wire [%]
met5: 0 / 0 / - / 0
met4: 2.69 / 204 / 0 / 2.3
met3: 3.16 / 507 / 11 / 5.6
met2: 18.6 / 4100 / 65 / 45
met1: 17.9 / 4240 / 1449 / 47
li1: - / - / 1527 / -
==> sequential cells by signal, summed over array words and instances, names as in the netlist <==
register and flops:
my_LCU.emp 1, my_LCU.out 4, my_LCU.tail 3, my_RF.regfile 32, my_SDU.my_freq_divider.count 32, my_LCU.prevEni 1
my_LCU.full 1, my_SDU.curDisp 3, my_LCU.prevEno 1, my_SDU.my_freq_divider.clkd 1, my_LCU.head 3
==> power breakdown <==
part / leakage [uW] / switching, uW / internal [uW] / total (uW)
registers: 0.000936 / 57.6 / 729 / 787
clock network: 0.000144 / 239 / 372 / 610
logic: 0.00114 / 519 / 552 / 1070
Power is estimated from default activity; no workload was simulated.
