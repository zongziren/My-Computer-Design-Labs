==> flow/design.v <==
`timescale 1ns / 1ps
module ID_EX(
           input clk, rst, en,
           input [31:0] pc_4_e_i,
           output [31:0] pc_4_e_o,
           input [31:0] pce_i,
           output [31:0] pce_o,
           input [31:0] a_i,
           output [31:0] a_o,
           input [31:0] b_i,
           output [31:0] b_o,
           input [31:0] imm_i,
           output [31:0] imm_o,
           input [4:0] rs1_i,
           output [4:0] rs1_o,
           input [4:0] rs2_i,
           output [4:0] rs2_o,
           input [4:0] rd_i,
           output [4:0] rd_o,
           input [6:0] opcode_i,
           output [6:0] opcode_o,
           input [31:0] ctrl_i,
           output [31:0] ctrl_o
       );
register #(32) reg_pc_4_e(clk, rst, en, pc_4_e_i, pc_4_e_o);
register #(32) reg_pce(clk, rst, en, pce_i, pce_o);
register #(32) reg_a(clk, rst, en, a_i, a_o);
register #(32) reg_b(clk, rst, en, b_i, b_o);
register #(32) reg_imm(clk, rst, en, imm_i, imm_o);
register #(5) reg_rs1(clk, rst, en, rs1_i, rs1_o);
register #(5) reg_rs2(clk, rst, en, rs2_i, rs2_o);
register #(5) reg_rd(clk, rst, en, rd_i, rd_o);
register #(7) reg_opcode(clk, rst, en, opcode_i, opcode_o);
register #(32) reg_ctrl(clk, rst, en, ctrl_i, ctrl_o);
endmodule
`timescale 1ns / 1ps
module register
       #(parameter WIDTH = 32)
       (
           input clk, rst, en,
           input [WIDTH - 1:0] in,
           output reg [WIDTH - 1:0] out
       );
always @(posedge clk)
begin
    if (rst)
    begin
        out <= {WIDTH{1'b0}};
    end
    else if (en)
    begin
        out <= in;
    end
end
endmodule
==> flow/run.sh <==
#!/bin/bash
# OpenROAD 26Q1-2900-gdf79404cd8, Yosys 0.63+post, stock flow scripts
make -C /OpenROAD-flow-scripts/flow DESIGN_CONFIG=/design/flow/config.mk WORK_HOME=/design/flow/orfs finish
==> flow/config.mk <==
export PLATFORM = sky130hd
export DESIGN_NAME = ID_EX
export DESIGN_NICKNAME = ID_EX
export VERILOG_FILES = /design/flow/design.v
export SDC_FILE = /design/flow/constraint.sdc
export NUM_CORES = 4
export LEC_CHECK = 1
export CORE_AREA = 10 10 279 279
export DIE_AREA = 0 0 289 289
==> flow/constraint.sdc <==
current_design ID_EX

set clk_period 1.1
set clk_io_pct 0.2

create_clock -name clk0 -period $clk_period [get_ports {clk}]

set non_clock_inputs [all_inputs -no_clocks]
set_input_delay [expr $clk_period * $clk_io_pct] -clock clk0 $non_clock_inputs
set_output_delay [expr $clk_period * $clk_io_pct] -clock clk0 [all_outputs]
==> job_summary.md <==
### Yosys + OpenROAD results

| Metric | Value |
|---|---|
| Total track usage | 6.47% |
| Unrepaired setup endpoints after global routing | true |
| Max incr delay on CP | 0.35 ns |
| Clock Path Buffers | 3 |
| Routed vias/inst | 3.07 |
| Detail Route Antenna Nets | 0 |
| Critical Path Source | reg_a.out[10] |
| CTS clk-pin slew, worst paths | 0.06 ns |
| First-pass GRT wire length | 42300 um |
| Final WS setup | -0.132 ns |
| Final cell count without fillers | 2125 |
| Pins Over Slew Limit | 0 |
| Pwr dens | 1490 mW/mm^2 |
| Setup WS pre-CTS | -0.0915 ns |
| Ports | 431 |
| HP Class | in -> reg |
| Worst slew margin | 74.9% |
| Status | finished, violations left |
| Dpl hpwl | 22000 um |
| Final tally of hold violations | 0 |
| Cycle use final | 112% |
| Worst path depth | 1 |
| Via count of the first global-routing pass | 6926 |
| Post-Syn Area per Cell | 11.1 sq um |
| Die span in x | 289 um |
| 1st-pass router iterations | 6 |
| Routed vias | 6524 |
| Antenna violations before repair | 0 |
| CTS root buf | clkbuf_16 |
| DRT met1 WL | 11200 um |
| Overflow left after global routing | 0 |
| Synth cell types | 9 |
| Least-Margin Pin Slew | 0.377 ns |
| Tool warnings | 27 |
| CP Capture Type | output port |
| Diodes inserted | 0 |
| DR top layer | met4 |
| Ys cells | 690 |
| 1st-iter DRT viols | 180 |
| Mapped Cells | 690 |
| Min Tclk post-route | 1.23 ns |
| Met3 WL | 2970 um |
| # setup viols final | 214 |
| Routed WL | 28800 um |
| Netlist Area Pre-Place | 0.00763 sq mm |
| Fp util | 10.7% |
| Achievable frequency | 0.812 GHz |
| Port bufs | 430 |
| Die height | 289 um |
| Top delay family on crit path | flip-flops |
| Layout cells sized above 1 | 44.8% |
| DR WL/cell | 13.5 um |
| Layout Skew | 0 ns |
| GPL Wtd Cong | 0.787 |
| Failing checks | negative setup slack |
| Slowest stage cell on the critical path | dfxtp_2 |
| Reg2reg setup slack | 0.34 ns |
| Register share after synthesis | 56.1% |
| Final Util | 19.0% |
| Crit path buf inv count | 1 |
| Worst flop-to-flop path startpoint | reg_imm.out[15] |
| Pleak | 0.00623 uW |
| Dpl cells | 2071 |
| Largest net degree at the start of global routing | 26 |
| R2R cell count | 3 |
| Critical path peak fanout | 2 |
| Setup CP Type | reg -> out |
| Total die size | 0.0835 sq mm |
| WL met2 | 13600 um |
| Setup crit end | a_o[10] |
| Synth-to-layout area growth | 78.1% |
| Cell area after layout | 0.0136 sq mm |
| Placed inst area | 0.0132 sq mm |
| CTS Buf Count | 26 |
| CTS tree | built |
| Clk sinks | 214 |
| Floorplan Core Area | 0.0716 sq mm |
| Latency at later pin | 0.55 ns |
| Ys Warns | 3 |
| Critical Path RT | 0.88 ns |
| Crit-path cells | buf_2 |
| Critical Path Source Type | flop |
| Row cnt | 98 |
| Worst endpoint data arrival time | 1.01 ns |
| YS chip area | 0.00763 sq mm |
| Ys flops | 214 |
| R2r endpoint | reg_imm.out[15] |
| DRC Markers | 0 |
| Max IR drop VDD | 0.00109 V |
| H-Tree Depth | 1 |
| Max-cap violations | 0 |
[cell families after synthesis]
family                 count (synthesis)  share of synthesized area [%]
flip-flops                           214                           56.1
AND/OR/NAND/NOR                      214                           10.5
buffers and inverters                 48                           5.31
multiplexers                         214                           28.1
[worst min path at each step]
| stage | depth (start not counted) | start | slack [ns] | end |
|---|---|---|---|---|
| CTS | 4 | en | 0.17 | reg_pce.out[8] |
| global route | 4 | en | 0.21 | reg_pce.out[8] |
| finish | 4 | en | 0.19 | reg_pce.out[8] |
[Yosys cell counts]
cell type	instances	share of area (%)
buf_1	7	0.34
buf_2	3	0.20
buf_4	6	0.59
buf_6	1	0.15
buf_8	17	3.3
clkbuf_1	14	0.69
dfxtp_1	214	56
mux2i_1	214	28
nor2_1	214	11
[cell type report]
class	count	area [sq um]
multi-input cells	428	2950
clock inverters	4	95.1
clock buffers	42	822
flip-flops and latches	214	4550
fillers	7805	58000
well taps	950	1190
repair buffers	487	4000
[per-stage QoR]
step                setup TNS (ns)  hold slack [ns]  total power (uW)
floorplan                        0            0.367              9480
global placement             -6.11            0.471             11500
detailed placement           -9.80            0.480             11600
CTS                         -32.88            0.173             20700
global route                -31.94            0.207             21200
finish                      -20.39            0.191             20200
[report_power, final]
| group | switching (uW) | internal (uW) | total (uW) |
|---|---|---|---|
| Combinational | 911 | 1660 | 2570 |
| Clock | 3360 | 5750 | 9100 |
| Sequential | 239 | 8310 | 8550 |
| Total | 4510 | 15700 | 20200 |
[routing by layer]
metal,GRT usage [%],vias up
met5,0,-
met4,1.93,0
met3,2.49,35
met2,10.9,280
met1,7.54,2988
li1,-,3221
[cell usage in the layout, fill, tap and decap left out]
master	synthesis	layout
nor2_1	214	214
clkbuf_1	14	6
dlygate4sd3_1	0	1
buf_4	6	47
buf_6	1	35
clkbuf_16	0	27
clkdlybuf4s50_1	0	214
clkinv_2	0	1
mux2i_1	214	214
clkbuf_8	0	9
dfxtp_2	0	214
buf_12	0	9
bufinv_16	0	3
buf_8	17	1
buf_2	3	180
[flip-flops by register name, indices dropped and copies added (netlist names)]
register / flops
reg_ctrl.out: 32
reg_pce.out: 32
reg_a.out: 32
reg_b.out: 32
reg_pc_4_e.out: 32
reg_rd.out: 5
reg_rs2.out: 5
reg_imm.out: 32
reg_rs1.out: 5
reg_opcode.out: 7
[timing repair]
action / CTS / global route
hold buffers: 1 / 0
resized: 958 / 7
endpoints found under the hold margin: 12 / 0
endpoints found under the setup margin: 214 / 214
buffers inserted: 4 / 3
Power is estimated from default activity; no workload was simulated.
